$ cat design/flow/config.mk
export PLATFORM = sky130hd
export DESIGN_NAME = microprocessor
export DESIGN_NICKNAME = microprocessor
export VERILOG_FILES = /design/flow/design.v
export SDC_FILE = /design/flow/constraint.sdc
export NUM_CORES = 4
export LEC_CHECK = 1
export CORE_UTILIZATION = 40
$ cat design/flow/constraint.sdc
current_design microprocessor

set clk_period 12.5
set clk_io_pct 0.2

create_clock -name clk0 -period $clk_period [get_ports {Clock}]

set non_clock_inputs [all_inputs -no_clocks]
set_input_delay [expr $clk_period * $clk_io_pct] -clock clk0 $non_clock_inputs
set_output_delay [expr $clk_period * $clk_io_pct] -clock clk0 [all_outputs]
$ cat design/flow/design.v
module CU (IRload, JMPmux, PCload, Meminst,
			MemWr, Asel, Aload, Sub, Halt, CheckState,
			Enter, Reset, Clock, IR, Aeq0, Apos);
input Enter, Clock, Reset, Aeq0, Apos;
input [2:0]IR;			
output reg IRload, JMPmux, PCload, Meminst, MemWr, Aload, Sub, Halt;
output reg [1:0]Asel;
output [3:0]CheckState; 
reg [3:0]State, NextState;
assign CheckState = State;
parameter start=4'b0000, fetch=4'b0001, decode=4'b0010, load=4'b1000,
		  store=4'b1001, add=4'b1010, sub=4'b1011, inputs=4'b1100,
		  jz=4'b1101, jpos=4'b1110, halt=4'b1111;
always@(posedge Clock or posedge Reset)
begin
	if(Reset)
		State <= start;
	else
		State <= NextState;
end
always@(State or Enter or IR)
	case(State)
		start	:	NextState = fetch;
		fetch	:	NextState = decode;
		decode	:
					case(IR)
						3'b000	:	NextState = load;
						3'b001	:	NextState = store;
						3'b010	:	NextState = add;
						3'b011	:	NextState = sub;
						3'b100	:	NextState = inputs;
						3'b101	:	NextState = jz;
						3'b110	:	NextState = jpos;
						3'b111	:	NextState = halt;
					default	:	NextState = decode;
					endcase
		load	:	NextState = start;
		store	:	NextState = start;
		add		:	NextState = start;
		sub		:	NextState = start;
		inputs	:	
					if(Enter)
						NextState = start;
					else
						NextState = inputs;
		jz		:	NextState = start;
		jpos	:	NextState = start;
		halt	:	NextState = halt;
	default		:	NextState = start;
	endcase
always@(State or Aeq0 or Apos)
begin
	case(State)
		start	:	begin
						IRload 	=	1'b0;
						JMPmux 	= 	1'b0;
						PCload 	= 	1'b0;
						Meminst = 	1'b0;
						MemWr	=	1'b0;
						Asel	=	2'b00;
						Aload	=	1'b0;
						Sub		=	1'b0;
						Halt	=	1'b0;
					end
		fetch	:	begin
						IRload 	=	1'b1;
						JMPmux 	= 	1'b0;
						PCload 	= 	1'b1;
						Meminst = 	1'b0;
						MemWr	=	1'b0;
						Asel	=	2'b00;
						Aload	=	1'b0;
						Sub		=	1'b0;
						Halt	=	1'b0;
					end
		decode	:	begin
						IRload 	=	1'b0;
						JMPmux 	= 	1'b0;
						PCload 	= 	1'b0;
						Meminst = 	1'b1;
						MemWr	=	1'b0;
						Asel	=	2'b00;
						Aload	=	1'b0;
						Sub		=	1'b0;
						Halt	=	1'b0;
					end
		load	:	begin
						IRload 	=	1'b0;
						JMPmux 	= 	1'b0;
						PCload 	= 	1'b0;
						Meminst = 	1'b0;
						MemWr	=	1'b0;
						Asel	=	2'b10;
						Aload	=	1'b1;
						Sub		=	1'b0;
						Halt	=	1'b0;
					end
		store	:	begin
						IRload 	=	1'b0;
						JMPmux 	= 	1'b0;
						PCload 	= 	1'b0;
						Meminst = 	1'b1;
						MemWr	=	1'b1;
						Asel	=	2'b00;
						Aload	=	1'b0;
						Sub		=	1'b0;
						Halt	=	1'b0;
					end
		add	:	begin
						IRload 	=	1'b0;
						JMPmux 	= 	1'b0;
						PCload 	= 	1'b0;
						Meminst = 	1'b0;
						MemWr	=	1'b0;
						Asel	=	2'b00;
						Aload	=	1'b1;
						Sub		=	1'b0;
						Halt	=	1'b0;
					end
		sub	:	begin
						IRload 	=	1'b0;
						JMPmux 	= 	1'b0;
						PCload 	= 	1'b0;
						Meminst = 	1'b0;
						MemWr	=	1'b0;
						Asel	=	2'b00;
						Aload	=	1'b1;
						Sub		=	1'b1;
						Halt	=	1'b0;
					end
		inputs	:	begin
						IRload 	=	1'b0;
						JMPmux 	= 	1'b0;
						PCload 	= 	1'b0;
						Meminst = 	1'b0;
						MemWr	=	1'b0;
						Asel	=	2'b01;
						Aload	=	1'b1;
						Sub		=	1'b0;
						Halt	=	1'b0;
					end
		jz	:	begin
						IRload 	=	1'b0;
						JMPmux 	= 	1'b1;
						PCload 	= 	Aeq0;
						Meminst = 	1'b0;
						MemWr	=	1'b0;
						Asel	=	2'b00;
						Aload	=	1'b0;
						Sub		=	1'b0;
						Halt	=	1'b0;
					end
		jpos	:	begin
						IRload 	=	1'b0;
						JMPmux 	= 	1'b1;
						PCload 	= 	Apos;
						Meminst = 	1'b0;
						MemWr	=	1'b0;
						Asel	=	2'b00;
						Aload	=	1'b0;
						Sub		=	1'b0;
						Halt	=	1'b0;
					end
		halt	:	begin
						IRload 	=	1'b0;
						JMPmux 	= 	1'b0;
						PCload 	= 	1'b0;
						Meminst = 	1'b0;
						MemWr	=	1'b0;
						Asel	=	2'b00;
						Aload	=	1'b0;
						Sub		=	1'b0;
						Halt	=	1'b1;
					end
		default	:	
					begin
						IRload 	=	1'b0;
						JMPmux 	= 	1'b0;
						PCload 	= 	1'b0;
						Meminst = 	1'b0;
						MemWr	=	1'b0;
						Asel	=	2'b00;
						Aload	=	1'b0;
						Sub		=	1'b0;
						Halt	=	1'b0;
					end
	endcase
end
endmodule
module GeneralDatapath(PCload,JMPmux,IRload,Meminst,MemWr,Aload,Reset,Clock,Sub,Asel,Aeq0,Apos,IR,data_in,dataOut,testStart);
input PCload, JMPmux, IRload, Meminst, MemWr,Aload,Reset,Clock,Sub,testStart;
input[7:0] data_in;
wire[7:0] data_out;
output[7:0] dataOut;
input[1:0] Asel;
output Apos,Aeq0;
output[2:0] IR;
wire[7:0] RAM_out, IR_out;
wire[7:0] mux4to1_out;
wire[4:0] increment_out, PC_out, RAM_address;
reg[4:0] JMPmux_out, Meminst_out;
reg[7:0] subadd_out;
Mux4to1_8bits mux4to1(Asel, subadd_out, data_in , RAM_out ,mux4to1_out);
Register_8bits ARegister(Aload, mux4to1_out, data_out, Reset, Clock);
assign dataOut = data_out;
assign Aeq0 = data_out == 0 ? 1:0;
assign Apos = ~data_out[7];
RAM_8bits RAM(Meminst_out, MemWr , data_out, RAM_out, Clock, testStart);
always @ (Sub, data_out, RAM_out)
	if(Sub == 1)
		subadd_out = data_out - RAM_out;
	else
		subadd_out = data_out + RAM_out;
Register_8bits IRRegister(IRload, RAM_out, IR_out, Reset, Clock);
assign IR = IR_out[7:5];
always @ (JMPmux , IR_out[4:0] , JMPmux_out)
    if(JMPmux == 1)
        JMPmux_out = IR_out[4:0];
    else
        JMPmux_out = increment_out;
Register_5bits registerPC(JMPmux_out, PCload, PC_out , Reset, Clock);
always @ (Meminst , IR_out[4:0] , PC_out)
    if(Meminst == 1)
        Meminst_out = IR_out[4:0];
    else
        Meminst_out = PC_out;
assign increment_out = PC_out + 1'b1;
endmodule
module Mux4to1_8bits(selector, in0, in1,in2,outData);
input[1:0] selector;
input[7:0] in0,in1,in2;
output reg[7:0] outData;
always @ (*)
	if( selector == 2'b00)
		outData = in0;
	else if( selector == 2'b01)
		outData = in1;
	else if( selector == 2'b10)
		outData = in2;
	else
		outData = 2'bXX;
endmodule
module RAM_8bits(address, WE,dataIn, dataOut, clock, testStart);
input [7:0] dataIn;
input [4:0] address;
input WE, clock;
input testStart;
output reg[7:0] dataOut;
reg [7:0] RAM[31:0];
always @ (posedge clock)
begin
	if(testStart == 1'b1)
		begin
			RAM[5'd0] <= 8'b10000000;
			RAM[5'd1] <= 8'b00111110;
			RAM[5'd2] <= 8'b10000000;
			RAM[5'd3] <= 8'b00111111;
			RAM[5'd4] <= 8'b00011110;
			RAM[5'd5] <= 8'b01111111;
			RAM[5'd6] <= 8'b10110000;
			RAM[5'd7] <= 8'b11001100;
			RAM[5'd8] <= 8'b00011111;
			RAM[5'd9] <= 8'b01111110;
			RAM[5'd10] <= 8'b00111111;
			RAM[5'd11] <= 8'b11000100;
			RAM[5'd12] <= 8'b00011110;
			RAM[5'd13] <= 8'b01111111;
			RAM[5'd14] <= 8'b00111110;
			RAM[5'd15] <= 8'b11000100;
			RAM[5'd16] <= 8'b00011110;
			RAM[5'd17] <= 8'b11111111;
		end
	if( WE == 1'b1)
		RAM[address] <= dataIn;
	else
		dataOut <= RAM[address];
end
endmodule
module Register_5bits(register_in, load, out ,clear,clock);
input[4:0] register_in;
input load, clear, clock;
output reg[4:0] out;
always @ (posedge clock)
	if(clear == 1 )
		out <= 5'b00000;
	else
	begin
      if(load == 1)
        out <= register_in;
      else
        out <= out;
	end
endmodule
module Register_8bits(load, register_input, out,clear,clock);
input load, clock,clear;
input [7:0] register_input;
output reg[7:0] out;
always @ (posedge clock)
	if(clear == 1 )
		out <= 8'b00000000;
	else
	begin
      if(load == 1)
        out <= register_input;
      else
        out <= out;
	end
endmodule
module microprocessor(
					input [7:0]data_in,
					input Enter,
					input Reset,
					input Clock,
					input testStart,
					output [7:0]dataOut,
					output [3:0]CheckState,
                    output [2:0]IR,
					output Halt,
                    output IRload);
wire PCload, JMPmux, Meminst, MemWr,Aload,Sub;
wire [1:0] Asel;
wire Apos,Aeq0;
GeneralDatapath	dataPath (PCload,JMPmux,IRload,Meminst,MemWr,Aload,
						  Reset,Clock,Sub,Asel,Aeq0,Apos,IR,data_in,dataOut,testStart);
CU controlUnit (IRload, JMPmux, PCload, Meminst,MemWr, Asel, Aload,
				Sub, Halt, CheckState,Enter, Reset, Clock, IR, Aeq0, Apos);
endmodule
$ cat design/flow/run.sh
#!/bin/bash
# OpenROAD 26Q1-2900-gdf79404cd8, Yosys 0.63+post, stock flow scripts
make -C /OpenROAD-flow-scripts/flow DESIGN_CONFIG=/design/flow/config.mk WORK_HOME=/design/flow/orfs finish
==> results.py <==
# Physical implementation metrics
metrics = {
    "synth": {
        "simple_gate_share_pct": 18.4,
        "xor_share_pct": 0.702,
        "yosys.stat.seqShare_pct": 62.0,
        "logic_family": "simple AND/OR/NAND/NOR gates",
        "edf_count": 264,
        "synth_compound_gate_area_share_pct": 13.8,
        "ys_area_mm2": 0.0137,
        "ff_type": "edfxtp_1",
        "synthMuxAreaShare_pct": 0.529,
        "adder_share_pct": 0.967,
        "ys_cells": 1257,
        "synth.distinct_cells": 57,
        "syn_area_per_cell_um2": 10.9,
        "yosysWarnings": 6,
        "async_reset_ff_share_pct": 1.37,
        "ys_ff": 292,
        "synthesis.area_mm2": 0.0137,
        "synth_cells": 1257,
    },
    "route": {
        "vias_per_cell": 5.94,
        "routed_wl_mm": 41.7,
        "drc": 0,
        "postRouteAntennaNets": 0,
        "wl_per_cell_um": 24.2,
        "vias": 10200,
        "drtIter0Drc": 1005,
        "drt-pass1-iter-count": 5,
    },
    "cells_and_area": {
        "drive_gt1_share_pct": 10.2,
        "fill_cells": 3006,
        "area_delta_synth_final_pct": 12.7,
        "fin_util_pct": 46.0,
    },
    "sta": {
        "finalMaxSlewViolations": 0,
        "final-hold-violation-count": 0,
        "timing.fmax_ghz": 0.195,
        "rsz0062_at_grt": "no",
        "fin_crit_sh_pct": 41.0,
        "final.min_clock_period_ns": 5.13,
        "setup_viol": 0,
        "fin_setup_tns_ns": 0,
        "relSlewSlack_pct": 31.6,
        "clock_skew_ns": 0.0100,
        "worst_slew_pin_slew_ns": 1.02,
    },
    "power_and_ir_drop": {
        "intPower_mw": 2.05,
        "total_leakage_power_nw": 4.93,
        "ir_worst_vdd_mv": 0.164,
        "p_seq_share_pct": 38.5,
        "p_per_area_mw_per_mm2": 206,
        "pwr-share-clk_pct": 29.4,
        "combPwrFrac_pct": 32.2,
        "swShare_pct": 35.6,
        "p_sw_mw": 1.14,
    },
    "place": {
        "dp_hpwl_mm": 25.9,
        "globalplace.congestion": 0.976,
        "portBuffers": 28,
    },
    "clock_tree": {
        "cts.sinks": 292,
        "cts_buffer_depth": 3,
        "post_cts_buffers": 0,
        "cts_buffers": 30,
        "clkLatencyLatePin_ns": 0.56,
        "cts.clk_slew.worst_paths_ns": 0.06,
        "cts-root-buf": "clkbuf_16",
        "cts_resized": 0,
        "htree_levels": 1,
        "cts_tree": "done",
        "ctsHoldBuffers": 0,
    },
    "worst_setup_path": {
        "slowest_delay_ns": 0.68,
        "cp.required_ns": 10.00,
        "start_kind": "flop",
        "worstPathArrival_ns": 2.63,
        "endpoint_kind": "primary output",
        "crit_buf_inv": 2,
        "path_cells": "nand2b_1 > or3_1 > clkinv_1 > clkdlybuf4s50_1",
        "cp_max_fo": 17,
        "r2r_setup_slack_ns": 8.17,
        "crit_family": "buffers and inverters",
        "cpMaxStageDelayCell": "dfrtp_1",
        "worst-setup-path-type": "reg2out",
    },
    "die": {
        "die_y_um": 187,
        "die_area_mm2": 0.0350,
        "row_count": 67,
        "pin_count": 29,
        "core_area_mm2": 0.0336,
        "fp_util_pct": 40.8,
        "chipWidth_um": 187,
    },
    "global_routing": {
        "antenna_found_initial": 1,
        "grt-ovfl-total": 0,
        "track_usage_pct": 25.6,
        "grt_pass1_wl_mm": 62.4,
        "grt_pass1_vias": 9955,
        "grt_max_degree": 121,
    },
    "min_path": {
        "hp-class": "reg2reg",
    },
    "job": {
        "warning_count": 27,
        "cap_violations": 0,
    },
    "outcome": {
        "outcome": "completed",
    },
}
[through the flow]
stage	power [mW]	cells	setup slack, ns	area, µm²	hold slack (ns)
6_report	3.19	1725	7.37	15500	0.473
5_1_grt	3.34	1725	7.18	15500	0.501
4_1_cts	3.19	1720	7.36	15500	0.478
3_5_place_dp	2.26	1667	7.95	14400	0.467
3_3_place_gp	2.25	1667	8.02	14400	0.463
2_1_floorplan	1.90	1257	8.77	13700	0.410
[cells by family after synthesis]
logic type / Yosys count
AND/OR/NAND/NOR: 475
AND-OR/OR-AND: 350
flip-flops: 292
buffers and inverters: 112
XOR/XNOR: 11
adder cells (fa/ha/maj): 10
multiplexers: 7
[placed cells by master, fill, tap and decap left out, drive strengths merged, types with 12 or more instances in the layout]
| cell | n |
|---|---|
| and2 | 30 |
| o22ai | 19 |
| o21ai | 144 |
| nor3 | 33 |
| dfxtp | 24 |
| clkdlybuf4s50 | 28 |
| or2 | 36 |
| nand3 | 135 |
| nand4 | 12 |
| nand2b | 15 |
| or3 | 43 |
| buf | 33 |
| clkbuf | 36 |
| nor2 | 59 |
| nand2 | 56 |
| clkinv | 14 |
| nor4 | 38 |
| edfxtp | 264 |
| a21oi | 154 |
[registers in the layout, summed over array words and instances, names as in the netlist, named ones only]
| register | cells |
|---|---|
| dataPath.ARegister.out | 8 |
| dataPath.RAM.dataOut | 8 |
| dataPath.RAM.RAM | 256 |
| dataPath.registerPC.out | 5 |
| dataPath.IRRegister.out | 8 |
| controlUnit.State | 4 |
[worst paths after layout]
path | from | endpoint | cells past startpoint
hold / removal | dataPath.IRRegister.out[6]$_SDFFE_PP0P_ | dataPath.IRRegister.out[6]$_SDFFE_PP0P_ | 2
setup / recovery | controlUnit.State[0]$_DFF_PP0_ | IRload | 4
max in group asynchronous | Reset | controlUnit.State[2]$_DFF_PP0_ | 3
min in group asynchronous | Reset | controlUnit.State[1]$_DFF_PP0_ | 3
hold reg to reg | dataPath.IRRegister.out[6]$_SDFFE_PP0P_ | dataPath.IRRegister.out[6]$_SDFFE_PP0P_ | 2
setup reg to reg | controlUnit.State[2]$_DFF_PP0_ | dataPath.RAM.dataOut[2]$_DFFE_PN_ | 7
[power groups by stage]
stage / combinational, mW / sequential, mW / clock (mW)
after CTS: 1.02 / 1.23 / 0.946
after global routing: 1.13 / 1.23 / 0.981
final: 1.03 / 1.23 / 0.937
[cell type report]
cell class	instances	area [µm²]	share of cell area (%)
diodes	5	12.5	0.0809
well taps	448	561	3.62
flip-flops and latches	292	8510	55.0
clock inverters	17	231	1.50
repair buffers	61	541	3.49
clock buffers	36	795	5.14
inverters	13	48.8	0.315
multi-input cells	853	4770	30.8
[Yosys cell counts (12+ instances only)]
cell type / n / area [µm²]
clkbuf_1: 76 / 285
edfxtp_1: 264 / 7930
dfxtp_1: 24 / 480
nand2_1: 56 / 210
and2_1: 30 / 188
nand2b_1: 15 / 93.8
o21ai_0: 142 / 711
or2_2: 36 / 225
nand3_1: 135 / 676
nor2_1: 58 / 218
a21oi_1: 152 / 761
buf_2: 15 / 75.1
nor4_1: 38 / 238
or3_1: 43 / 269
nor3_1: 33 / 165
o22ai_1: 19 / 119
nand4_1: 12 / 75.1
[worst min-delay path, cell delays in order (launching register included)]
cell     delay, ns
dfxtp_1       0.30
nand2_1       0.05
a21oi_1       0.07
[layer usage]
layer	part of all wire [%]	GRT usage, %	wire length (µm)	vias up
li1	-	-	-	4724
met2	45	36.5	18700	501
met3	13	13.0	5340	71
met1	40	37.2	16600	4949
met5	0.25	2.20	104	-
met4	2.4	5.55	980	2
Power and IR drop assume default switching activity.
