<file path="./config.mk">
export PLATFORM = sky130hd
export DESIGN_NAME = instructionCycleOp
export DESIGN_NICKNAME = instructionCycleOp
export VERILOG_FILES = /design/flow/design.v
export SDC_FILE = /design/flow/constraint.sdc
export NUM_CORES = 4
export LEC_CHECK = 1
export CORE_UTILIZATION = 30
</file>
<file path="./constraint.sdc">
current_design instructionCycleOp

set clk_period 7.8
set clk_io_pct 0.2

create_clock -name clk0 -period $clk_period [get_ports {Clock}]

set non_clock_inputs [all_inputs -no_clocks]
set_input_delay [expr $clk_period * $clk_io_pct] -clock clk0 $non_clock_inputs
set_output_delay [expr $clk_period * $clk_io_pct] -clock clk0 [all_outputs]
</file>
<file path="./design.v">
module RAM_8bits(address, WE,dataIn, dataOut, clock, testStart);
input [7:0] dataIn;
input [4:0] address;
input WE, clock;
input testStart;
output reg[7:0] dataOut;
reg [7:0] RAM[31:0];
always @ (posedge clock)
begin
	if(testStart == 1'b1)
		begin
			RAM[5'd0] <= 8'b10000000;
			RAM[5'd1] <= 8'b00111110;
			RAM[5'd2] <= 8'b10000000;
			RAM[5'd3] <= 8'b00111111;
			RAM[5'd4] <= 8'b00011110;
			RAM[5'd5] <= 8'b01111111;
			RAM[5'd6] <= 8'b10110000;
			RAM[5'd7] <= 8'b11001100;
			RAM[5'd8] <= 8'b00011111;
			RAM[5'd9] <= 8'b01111110;
			RAM[5'd10] <= 8'b00111111;
			RAM[5'd11] <= 8'b11000100;
			RAM[5'd12] <= 8'b00011110;
			RAM[5'd13] <= 8'b01111111;
			RAM[5'd14] <= 8'b00111110;
			RAM[5'd15] <= 8'b11000100;
			RAM[5'd16] <= 8'b00011110;
			RAM[5'd17] <= 8'b11111111;
		end
	if( WE == 1'b1)
		RAM[address] <= dataIn;
	else
		dataOut <= RAM[address];
end
endmodule
module Register_5bits(register_in, load, out ,clear,clock);
input[4:0] register_in;
input load, clear, clock;
output reg[4:0] out;
always @ (posedge clock)
	if(clear == 1 )
		out <= 5'b00000;
	else
	begin
      if(load == 1)
        out <= register_in;
      else
        out <= out;
	end
endmodule
module Register_8bits(load, register_input, out,clear,clock);
input load, clock,clear;
input [7:0] register_input;
output reg[7:0] out;
always @ (posedge clock)
	if(clear == 1 )
		out <= 8'b00000000;
	else
	begin
      if(load == 1)
        out <= register_input;
      else
        out <= out;
	end
endmodule
module instructionCycleOp(inputOfIR, inputOfRAM,outputFromRAM,IRload, JMPmux, PCload, Reset, Meminst, MemWr, Clock, IR, RAM_Address, lower5bits_IR, increment_output);
input[7:0] inputOfIR, inputOfRAM;
output[7:0] outputFromRAM;
output[2:0] IR;
input IRload, JMPmux, PCload, Reset, Meminst, MemWr, Clock;
wire[7:0] IR_out;
output[4:0] lower5bits_IR;
wire[4:0] increment_out, PC_out;
reg[4:0] JMPmux_out;
reg[4:0] Meminst_out;
output[4:0] increment_output;
output[4:0] RAM_Address;
Register_8bits IRRegister(IRload, inputOfIR, IR_out, Reset, Clock);
assign IR = IR_out[7:5];
always @ (JMPmux , IR_out[4:0] , JMPmux_out)
    if(JMPmux == 1)
        JMPmux_out = IR_out[4:0];
    else
        JMPmux_out = increment_out;
assign lower5bits_IR = IR_out[4:0];
Register_5bits registerPC(JMPmux_out, PCload, PC_out , Reset, Clock);
always @ (Meminst , IR_out[4:0] , PC_out)
    if(Meminst == 1)
        Meminst_out = IR_out[4:0];
    else
        Meminst_out = PC_out;
assign increment_out = PC_out + 1'b1;
assign RAM_Address = Meminst_out;
RAM_8bits RAM(Meminst_out, MemWr ,inputOfRAM, outputFromRAM, Clock);
assign increment_output = increment_out;
endmodule
</file>
<file path="./run.sh">
#!/bin/bash
# OpenROAD 26Q1-2900-gdf79404cd8, Yosys 0.63+post, stock flow scripts
make -C /OpenROAD-flow-scripts/flow DESIGN_CONFIG=/design/flow/config.mk WORK_HOME=/design/flow/orfs finish
</file>
==> out/qor.rpt <==
CLOCKING
----------------------------------------------------------------------------------------
CTS Hold Buffers Added                                                                 0
Clock latency on the worst-skew pair                                             0.54 ns
CTS sink count                                                                       277
Clock tree from TritonCTS                                                            yes
Clk slew on worst S/H paths                                                      0.06 ns
PostCTS Resize Cnt                                                                     0
Clk buf depth                                                                          3
Total clock buffers created by CTS                                                    29
Number of H-tree levels                                                                1
Clock root buffer                                                              clkbuf_16
Number of buffers inserted to repair setup after CTS                                   0

SYNTH
----------------------------------------------------------------------------------------
Post-synthesis area per instance                                                15.2 um2
Area leader share                                                                  0.706
Post-synthesis instance total                                                        739
Compound-gate portion of the synthesized area                                     0.0875
Ys flops                                                                             277
Post-synth top area cell                                                        edfxtp_1
Part of the Yosys area used for sequential elements                                0.729
Yosys cell count                                                                     739
Warnings from Yosys                                                                    5
Dominant register cell in the synthesized netlist                               edfxtp_1
XORs/XNORs by Area                                                               0.00234
Top post-synthesis cells by area                                            edfxtp_1 71%, mux2i_1 7.4%, dfxtp_1 2.3%
Proportion of synthesized area in mux cells                                       0.0850
Synth top cells by count                                                    264 x edfxtp_1, 83 x mux2i_1, 49 x nor2_1
Synthesis area per yosys                                                      11,200 um2
Async S/R FF share, synth                                                              0
Fraction of the mapped netlist area in simple logic gates                         0.0752
Most frequent cell after synthesis                                              edfxtp_1
Cell Type Count                                                                       54
Number of synthesized flops with an enable pin                                       264
Comb area leader                                                            AND-OR/OR-AND gates
Adder and majority cell fraction of the synthesized area                         0.00111
Summed instance area of the synthesized netlist                               11,200 um2

DIE
----------------------------------------------------------------------------------------
Boundary Pins                                                                         49
Vertical die dimension                                                            196 um
Placeable core area                                                           36,700 um2
Area of the chip                                                              38,200 um2
Number of rows in the core area                                                       70
Die Wd                                                                            196 um
Core Util at FP                                                                    0.306

WORST SETUP PATH
----------------------------------------------------------------------------------------
Critical setup path kind                                                    primary input to output port
Crit Reg-Reg Startpoint                                                     IRRegister.out[1]
WP data arrival                                                                  4.04 ns
Cell Chain, Critical Path                                                   clkdlybuf4s50_1, buf_4, mux2i_4, inv_4, clkdlybuf4s50_1
Worst setup startpoint                                                           Meminst
Capture point of the worst reg-to-reg path                                  RAM.RAM[18][0]
Flop-to-flop setup slack                                                         3.78 ns
Depth of the most critical reg-to-reg path                                             5
Required time of the critical path                                               6.24 ns
Crit path largest cell delay                                                     0.64 ns
CP max FO                                                                             48
Kind of launch point of the worst setup path                                primary input
Crit path capture type                                                       output port
Slowest library cell on the worst path                                           mux2i_4
Cell with the most instances on the worst path                              clkdlybuf4s50_1

STA
----------------------------------------------------------------------------------------
Final hold violations                                                                  0
Final setup violation count                                                            0
Final period demand of the worst path                                            5.60 ns
Worst Skew                                                                     0.0104 ns
Slew at the pin closest to its max-slew limit                                   0.864 ns
Max-Slew Margin vs Limit                                                           0.422
Final max-slew violation count                                                         0
Portion of the clock cycle consumed by the worst path in the final layout          0.718
Final TNS setup                                                                     0 ns
Setup repair after global routing missed its margin                                   no
Maximum clock rate                                                             0.179 GHz
Tightest hold margin                                                            0.497 ns

PWR
----------------------------------------------------------------------------------------
Overall Power                                                                  0.00320 W
Reg power frac                                                                     0.523
Part of the total power dissipated in the clock network                            0.408
Sw Ratio                                                                           0.213
Largest voltage drop on the vdd net                                             0.155 mV
Cell Int Power                                                                 0.00252 W
Combinational share of power                                                       0.069
Net switching component of the power                                          0.000680 W
Leak Pwr                                                                         4.08 nW
Pwr/cell area                                                                 244 nW/um2

JOB
----------------------------------------------------------------------------------------
Tool warnings                                                                         25
Number of maximum-capacitance violations                                               0

DETAILED ROUTING
----------------------------------------------------------------------------------------
Wire length per cell                                                             20.7 um
Count of TritonRoute iterations in the first routing pass                              6
Mean number of vias per cell                                                        5.14
Total vias in the final route                                                      6,589
Violation count after the first detailed-route iteration                             425
Final wirelength                                                               26,500 um
Antenna-violating nets left                                                            0
Antenna diode instance count                                                           0
DRC violations left                                                                    0

HOLD PATH
----------------------------------------------------------------------------------------
Startpoint of the tightest hold check path                                  IRRegister.out[5]
Hold/Removal Path Class                                                     flip-flop to flip-flop
Min-Delay Endpoint                                                          IRRegister.out[5]
Hold path depth                                                                        2

GRT
----------------------------------------------------------------------------------------
Number of global-route vias before repair                                          6,975
Pin count of the biggest net entering global routing                                  51
All-Layer GR Usage                                                                 0.150
Global-route wire length before repair                                         40,200 um
Initial antenna violation count                                                        1
Remaining global-route overflow                                                        0

FINAL LAYOUT
----------------------------------------------------------------------------------------
Area growth from synthesis to layout                                               16.9%
Fill cells                                                                         3,332
Share of layout cells above drive strength 1                                      0.0947
Total non-filler cell area in the finished layout                             13,100 um2

PLACED DESIGN
----------------------------------------------------------------------------------------
Number of buffers inserted by port buffering                                          48
Post-place instance area                                                      12,200 um2
Post-detail-place hpwl                                                         16,900 um
RePlAce Congestion                                                                 0.940

STATUS
----------------------------------------------------------------------------------------
Status                                                                      complete, no violations

==> metal layers <==
metal	vias to the layer above	global-route usage	wire (um)
met1	3171	0.184	9910
li1	3022	-	-
met3	66	0.0917	3480
met2	328	0.224	12200
met5	-	0.00255	13
met4	2	0.0464	886
==> power by group through the flow <==
| stage | clock network [W] | registers [W] | logic [W] |
|---|---|---|---|
| 4_1_cts | 0.00133 | 0.00167 | 0.000222 |
| 6_report | 0.00131 | 0.00167 | 0.000221 |
| 5_1_grt | 0.00139 | 0.00167 | 0.000241 |
==> sequential cells by signal (all words and copies together), names as in the netlist <==
signal,flops
RAM.dataOut,8
IRRegister.out,8
registerPC.out,5
RAM.RAM,256
==> area by class of cell <==
class / instances / area (um2) / share of cell area
clock inverters: 20 / 174 / 0.0132
multi-input cells: 413 / 2820 / 0.215
inverters: 6 / 25.0 / 0.00191
well taps: 468 / 586 / 0.0446
clock buffers: 34 / 744 / 0.0567
repair buffers: 63 / 593 / 0.0452
flip-flops and latches: 277 / 8190 / 0.624
==> cell families after synthesis <==
family / Yosys count
flops: 277
simple gates: 161
compound gates: 158
mux: 90
buf+inv: 49
xor+xnor: 3
fa+ha+maj: 1
==> cells in the final DEF (no fill, tap or decap), types with 11 or more instances in the layout <==
master | netlist | final
nand2_1 | 41 | 41
clkbuf_16 | 0 | 29
dfxtp_1 | 13 | 13
o21ai_0 | 39 | 39
nor2_1 | 49 | 49
o22ai_1 | 35 | 35
a22oi_1 | 22 | 22
clkdlybuf4s50_1 | 0 | 48
buf_4 | 1 | 15
mux2i_1 | 83 | 83
nand3_1 | 11 | 11
a21oi_1 | 32 | 32
edfxtp_1 | 264 | 264
==> how the worst max path moves through the flow <==
stage                     to
finish        RAM_Address[1]
global route  RAM_Address[1]
CTS           RAM_Address[1]
==> worst max-delay path, delay by kind of cell <==
kind | cells | cell delay [ns]
buffers and inverters | 4 | 1.79
muxes | 1 | 0.64
==> through the flow <==
step	cells	worst slack [ns]	utilization
after floorplan	739	3.73	-
after global placement	1227	2.02	0.333
after detailed placement	1227	2.02	0.333
after CTS	1281	2.20	0.358
after global routing	1281	2.09	0.358
final	1281	2.20	0.358
Power is estimated from default activity; no workload was simulated.
