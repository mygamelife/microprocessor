==> ./design.v <==
module Mux4to1_8bits(selector, in0, in1,in2,outData);
input[1:0] selector;
input[7:0] in0,in1,in2;
output reg[7:0] outData;
always @ (*)
	if( selector == 2'b00)
		outData = in0;
	else if( selector == 2'b01)
		outData = in1;
	else if( selector == 2'b10)
		outData = in2;
	else
		outData = 2'bXX;
endmodule
module RAM_8bits(address, WE,dataIn, dataOut, clock, testStart);
input [7:0] dataIn;
input [4:0] address;
input WE, clock;
input testStart;
output reg[7:0] dataOut;
reg [7:0] RAM[31:0];
always @ (posedge clock)
begin
	if(testStart == 1'b1)
		begin
			RAM[5'd0] <= 8'b10000000;
			RAM[5'd1] <= 8'b00111110;
			RAM[5'd2] <= 8'b10000000;
			RAM[5'd3] <= 8'b00111111;
			RAM[5'd4] <= 8'b00011110;
			RAM[5'd5] <= 8'b01111111;
			RAM[5'd6] <= 8'b10110000;
			RAM[5'd7] <= 8'b11001100;
			RAM[5'd8] <= 8'b00011111;
			RAM[5'd9] <= 8'b01111110;
			RAM[5'd10] <= 8'b00111111;
			RAM[5'd11] <= 8'b11000100;
			RAM[5'd12] <= 8'b00011110;
			RAM[5'd13] <= 8'b01111111;
			RAM[5'd14] <= 8'b00111110;
			RAM[5'd15] <= 8'b11000100;
			RAM[5'd16] <= 8'b00011110;
			RAM[5'd17] <= 8'b11111111;
		end
	if( WE == 1'b1)
		RAM[address] <= dataIn;
	else
		dataOut <= RAM[address];
end
endmodule
module Register_8bits(load, register_input, out,clear,clock);
input load, clock,clear;
input [7:0] register_input;
output reg[7:0] out;
always @ (posedge clock)
	if(clear == 1 )
		out <= 8'b00000000;
	else
	begin
      if(load == 1)
        out <= register_input;
      else
        out <= out;
	end
endmodule
module instructionSetOp(RAM_output, input_data, output_data, Asel, Aload, Reset, Clock, Sub, Aeq0, Apos, MemWr, RAMAddress);
input Clock, Reset, Aload, Sub, MemWr;
input[1:0] Asel;
input[7:0] input_data;
output[7:0] output_data, RAM_output;
wire[7:0] outputOfRAM;
output Apos;
output[7:0] Aeq0;
input[4:0] RAMAddress;
wire[7:0] mux4to1_out;
reg[7:0] subadd_out;
Mux4to1_8bits mux4to1(Asel, subadd_out, input_data ,outputOfRAM ,mux4to1_out);
Register_8bits ARegister(Aload, mux4to1_out, output_data, Reset, Clock);
assign Aeq0 = output_data == 0 ? 1:0;
assign Apos = ~output_data[7];
RAM_8bits RAM(RAMAddress, MemWr , output_data, outputOfRAM, Clock);
assign RAM_output = outputOfRAM;
always @ (Sub, output_data, outputOfRAM)
	if(Sub == 1)
		subadd_out = output_data - outputOfRAM;
	else
		subadd_out = output_data + outputOfRAM;
endmodule
==> ./run.sh <==
#!/bin/bash
# OpenROAD 26Q1-2900-gdf79404cd8, Yosys 0.63+post, stock flow scripts
make -C /OpenROAD-flow-scripts/flow DESIGN_CONFIG=/design/flow/config.mk WORK_HOME=/design/flow/orfs finish
==> ./config.mk <==
export PLATFORM = sky130hd
export DESIGN_NAME = instructionSetOp
export DESIGN_NICKNAME = instructionSetOp
export VERILOG_FILES = /design/flow/design.v
export SDC_FILE = /design/flow/constraint.sdc
export NUM_CORES = 4
export LEC_CHECK = 1
export CORE_UTILIZATION = 50
==> ./constraint.sdc <==
current_design instructionSetOp

set clk_period 6.8
set clk_io_pct 0.2

create_clock -name clk0 -period $clk_period [get_ports {Clock}]

set non_clock_inputs [all_inputs -no_clocks]
set_input_delay [expr $clk_period * $clk_io_pct] -clock clk0 $non_clock_inputs
set_output_delay [expr $clk_period * $clk_io_pct] -clock clk0 [all_outputs]
==> results.yml <==
# generated from flow reports
yosys:
  area_leaders: "edfxtp_1 72%, mux4_2 13%, a22oi_1 2.5%"
  ys_sh_simple: 0.0463
  yosysCellCount: 576
  mux_share: 0.135
  edf_count: 264
  syn_area_mm2: 0.0110
  synth.distinct_cells: 45
  ys.flop_type: "edfxtp_1"
  synth_xor_xnor_area_share: 0.00874
  top_cell: "edfxtp_1"
  yosys.area.top_type: "edfxtp_1"
  synth_adder_area_share: 0.0109
  logic_family: "multiplexers"
  seq_area_frac_synth: 0.734
  ys.flops: 272
  async_flop_share: 0
  postSynthCellCount: 576
  synth-compound-area-share: 0.0413
  syn_avg_cell_area_um2: 19.1
  yosys_warnings: 5
  ys_chip_area_mm2: 0.0110
  synthTopCellsByCount: "264 x edfxtp_1, 64 x mux4_2, 51 x nor2_1, 37 x a22oi_1, 16 x nand2_1"
  synthDominantCellAreaShare: 0.719
routing:
  antenna_left: 0
  vias_per_cell: 6.03
  vias: 5528
  wl_per_cell_um: 26.2
  drt_iter0_markers: 327
  drt_wl_total_mm: 24.0
  antenna_cells: 0
  first_pass_iters: 7
  drcViolationCount: 0
clock_network:
  cts_resized: 0
  htreeDepth: 1
  insertion_delay_ns: 0.52
  cts_setup_buffers: 0
  cts_buffer_depth: 3
  cts-root-buf: "clkbuf_16"
  cts_buffers: 27
  cts_tree: "yes"
  cts_num_sinks: 272
  clk_pin_slew_ns: 0.06
  holdBufCountCts: 0
power_and_ir_drop:
  p_seq_frac: 0.537
  swShare: 0.219
  finalPower_mw: 3.53
  leakagePower_nw: 4.00
  comb_power_share: 0.083
  clkPwrFrac: 0.381
  p_sw_mw: 0.773
  p_per_area_mw_per_mm2: 285
  internal_power_mw: 2.76
  ir_worst_vdd_v: 0.000250
die:
  core_mm2: 0.0213
  dieHeight_um: 150
  die_width_um: 150
  pin_count: 45
  initCoreUtil: 0.518
  rows: 53
  chip_area_mm2: 0.0226
placement:
  port_buffers: 37
  hpwl_mm: 14.6
  place_congestion: 0.991
  dp_slack_ns: 2.73
cells_and_area:
  drive_gt1_frac: 0.190
  nFillCells: 1530
  syn2layout_area_growth_pct: 12.5
critical_path:
  critical_path.slowest_cell: "or4_1"
  critPathCaptureType: "output pin"
  crit_fanout: 36
  crit_buf_inv: 2
  cp.depth: 4
  r2r-start: "RAM.dataOut[0]$_DFFE_PN_"
  cp_slowest_stage_delay_ns: 0.61
  worstPathCellList: "buf_4 -> or4_1 -> nor2_1 -> clkdlybuf4s50_1"
  crit_path_start: "ARegister.out[4]$_SDFFE_PP0P_"
  worstSetupPathType: "flip-flop to output pin"
  arrival_ns: 2.65
  path_delay_family: "simple AND/OR/NAND/NOR gates"
  cp_data_required_time_ns: 5.44
  worstSetupStartpointType: "flip-flop"
  ff2ff_path_depth: 10
min_path:
  hold_class: "flip-flop to flip-flop"
  min_from: "RAM.dataOut[7]$_DFFE_PN_"
  holdPathStages: 3
timing:
  drv_slew: 0
  worst_slack_ns: 2.79
  tightest_slew_ns: 0.841
  slew_headroom: 0.435
  tns_ns: 0
  hold_viol_final: 0
  finalClockSkew_ns: 0.00762
  holdWs_ns: 0.768
  layout_min_cycle_time_ns: 4.01
  max_freq_ghz: 0.250
  setup_violations: 0
  rsz0062_at_grt: "false"
  period_used_share: 0.589
run:
  drv_cap: 0
  warnings: 25
status:
  status: "finished clean"
global_routing:
  grt_pass1_vias: 6061
  gr-usage-all-layers: 0.253
  grt_pass1_wl_mm: 36.2
  grt_overflow: 0
  antenna_found_initial: 0
  grt_max_degree: 49
[per-layer routing]
metal	wire length [um]	up-vias	track usage
met2	11100	301	0.362
met1	8990	2756	0.380
li1	-	2436	-
met5	0	-	0
met4	561	0	0.0485
met3	3340	35	0.149
[flip-flops by register name, indices dropped and copies added, names as in the netlist]
register	count
RAM.RAM	256
RAM.dataOut	8
ARegister.out	8
[cells in the final DEF, fill, tap and decap left out, drive strengths merged, types with 7 or more instances in the layout]
| cell type | instances |
|---|---|
| mux4 | 64 |
| dfxtp | 8 |
| a21oi | 8 |
| clkinv | 13 |
| conb | 7 |
| xnor2 | 9 |
| a22oi | 37 |
| inv | 11 |
| clkbuf | 31 |
| edfxtp | 264 |
| nand2 | 16 |
| nand4 | 9 |
| nor2 | 51 |
| clkdlybuf4s50 | 35 |
| ha | 8 |
| buf | 13 |
[area by class of cell]
cell class,count,area [um^2],share of cell area
clock buffers,31,691,0.0557
well taps,275,344,0.0277
inverters,10,37.5,0.00303
multi-input cells,265,2700,0.218
clock inverters,15,100,0.00807
flip-flops and latches,272,8090,0.652
repair buffers,48,445,0.0359
[cell families after synthesis]
logic type / after synthesis
other: 1
xor gates and xnor gates: 11
adders and majority gates: 9
and+or+nand+nor: 104
buffers and inverters: 45
DFF: 272
AOI/OAI and AO/OA: 65
muxes: 69
[power groups by stage]
| stage | Clock, mW | Sequential (mW) | Combinational, mW |
|---|---|---|---|
| after CTS | 1.37 | 1.90 | 0.297 |
| after global routing | 1.43 | 1.90 | 0.324 |
| final | 1.35 | 1.90 | 0.292 |
[stage by stage]
stage,area [um^2],util,std cells
2_1_floorplan,11000,-,582
5_1_grt,12400,0.583,916
3_5_place_dp,11600,0.546,870
3_3_place_gp,11600,0.546,870
6_report,12400,0.583,916
4_1_cts,12400,0.583,916
[worst min-delay path, cell delays in order (launching register included)]
cell and delay [ns]:
edfxtp_1 0.43, a22oi_1 0.12, nand2_1 0.07, a21o_1 0.11
[final timing paths]
path,endpoint,slack [ns]
worst min-delay path,ARegister.out[7]$_SDFFE_PP0P_,0.77
worst min register to register,ARegister.out[7]$_SDFFE_PP0P_,0.77
worst max-delay path,Aeq0[0],2.79
worst max register to register,ARegister.out[7]$_SDFFE_PP0P_,4.32
